### flow/config.mk
export PLATFORM = sky130hd
export DESIGN_NAME = game_loader
export DESIGN_NICKNAME = game_loader
export VERILOG_FILES = /design/flow/design.v
export SDC_FILE = /design/flow/constraint.sdc
export NUM_CORES = 4
export LEC_CHECK = 1
export CORE_UTILIZATION = 50
### flow/constraint.sdc
current_design game_loader

set clk_period 17.8
set clk_io_pct 0.2

create_clock -name clk0 -period $clk_period [get_ports {clk}]

set non_clock_inputs [all_inputs -no_clocks]
set_input_delay [expr $clk_period * $clk_io_pct] -clock clk0 $non_clock_inputs
set_output_delay [expr $clk_period * $clk_io_pct] -clock clk0 [all_outputs]
### flow/design.v
module a78_header_parser (
    input wire clk,
    input wire reset_n,
    input wire start_parse,           
    input wire [7:0] header_byte,     
    input wire header_byte_valid,     
    output reg parse_done,           
    output reg [255:0] cart_name,     
    output reg [31:0] cart_size,      
    output reg [15:0] cart_type,      
    output reg cart_has_pokey,        
    output reg cart_has_ram,          
    output reg [15:0] pokey_addr,     
    output reg [7:0] controller_1,    
    output reg [7:0] controller_2,    
    output reg tv_type                
);
    reg [7:0] byte_count;
    reg [7:0] header_buffer [0:127];
    localparam IDLE = 0;
    localparam RECEIVING = 1;
    localparam PARSING = 2;
    localparam DONE = 3;
    reg [1:0] state;
    always @(posedge clk or negedge reset_n) begin
        if (!reset_n) begin
            state <= IDLE;
            byte_count <= 0;
            parse_done <= 0;
            cart_name <= 256'd0;
            cart_size <= 32'd0;
            cart_type <= 16'd0;
            cart_has_pokey <= 0;
            cart_has_ram <= 0;
            pokey_addr <= 16'd0;
            controller_1 <= 8'd0;
            controller_2 <= 8'd0;
            tv_type <= 0;
        end else begin
            case (state)
                IDLE: begin
                    parse_done <= 0;
                    if (start_parse) begin
                        byte_count <= 0;
                        state <= RECEIVING;
                    end
                end
                RECEIVING: begin
                    if (header_byte_valid) begin
                        header_buffer[byte_count] <= header_byte;
                        if (byte_count == 127) begin
                            state <= PARSING;
                        end else begin
                            byte_count <= byte_count + 1;
                        end
                    end
                end
                PARSING: begin
                    cart_name[255:248] <= header_buffer[17];
                    cart_name[247:240] <= header_buffer[18];
                    cart_name[239:232] <= header_buffer[19];
                    cart_name[231:224] <= header_buffer[20];
                    cart_name[223:216] <= header_buffer[21];
                    cart_name[215:208] <= header_buffer[22];
                    cart_name[207:200] <= header_buffer[23];
                    cart_name[199:192] <= header_buffer[24];
                    cart_name[191:184] <= header_buffer[25];
                    cart_name[183:176] <= header_buffer[26];
                    cart_name[175:168] <= header_buffer[27];
                    cart_name[167:160] <= header_buffer[28];
                    cart_name[159:152] <= header_buffer[29];
                    cart_name[151:144] <= header_buffer[30];
                    cart_name[143:136] <= header_buffer[31];
                    cart_name[135:128] <= header_buffer[32];
                    cart_name[127:120] <= header_buffer[33];
                    cart_name[119:112] <= header_buffer[34];
                    cart_name[111:104] <= header_buffer[35];
                    cart_name[103:96]  <= header_buffer[36];
                    cart_name[95:88]   <= header_buffer[37];
                    cart_name[87:80]   <= header_buffer[38];
                    cart_name[79:72]   <= header_buffer[39];
                    cart_name[71:64]   <= header_buffer[40];
                    cart_name[63:56]   <= header_buffer[41];
                    cart_name[55:48]   <= header_buffer[42];
                    cart_name[47:40]   <= header_buffer[43];
                    cart_name[39:32]   <= header_buffer[44];
                    cart_name[31:24]   <= header_buffer[45];
                    cart_name[23:16]   <= header_buffer[46];
                    cart_name[15:8]    <= header_buffer[47];
                    cart_name[7:0]     <= header_buffer[48];
                    cart_size[7:0]    <= header_buffer[49];
                    cart_size[15:8]   <= header_buffer[50];
                    cart_size[23:16]  <= header_buffer[51];
                    cart_size[31:24]  <= header_buffer[52];
                    cart_type[7:0]    <= header_buffer[53];
                    cart_type[15:8]   <= header_buffer[54];
                    if (header_buffer[54][7]) begin   
                        cart_has_pokey <= 1;
                        pokey_addr <= 16'h0800;
                    end else if (header_buffer[54][2]) begin   
                        cart_has_pokey <= 1;
                        pokey_addr <= 16'h0440;
                    end else if (header_buffer[53][6]) begin   
                        cart_has_pokey <= 1;
                        pokey_addr <= 16'h0450;
                    end else if (header_buffer[53][0]) begin   
                        cart_has_pokey <= 1;
                        pokey_addr <= 16'h4000;
                    end else begin
                        cart_has_pokey <= 0;
                        pokey_addr <= 16'h0000;
                    end
                    cart_has_ram <= header_buffer[53][5] | header_buffer[53][2];
                    controller_1 <= header_buffer[55];
                    controller_2 <= header_buffer[56];
                    tv_type <= header_buffer[57][0];
                    state <= DONE;
                end
                DONE: begin
                    parse_done <= 1;
                    state <= IDLE;
                end
                default: state <= IDLE;
            endcase
        end
    end
endmodule
module game_loader (
    input wire clk,
    input wire reset_n,
    input wire [3:0] game_select,     
    input wire load_game,             
    output reg load_complete,         
    output reg load_error,            
    output wire [255:0] game_name,
    output wire [31:0] game_size,
    output wire [15:0] cart_type,
    output wire has_pokey,
    output wire [15:0] pokey_addr,
    output wire [7:0] controller_1,
    output wire [7:0] controller_2,
    output wire tv_type,
    output reg psram_write_req,
    output reg [21:0] psram_addr,
    output reg [7:0] psram_data,
    input wire psram_busy,
    output reg sd_read_req,
    output reg [31:0] sd_block_addr,
    input wire [7:0] sd_data,
    input wire sd_data_valid,
    input wire sd_busy
);
    localparam IDLE = 0;
    localparam READ_HEADER = 1;
    localparam PARSE_HEADER = 2;
    localparam LOAD_ROM = 3;
    localparam DONE = 4;
    localparam ERROR = 5;
    reg [2:0] state;
    reg [7:0] header_byte;
    reg header_byte_valid;
    reg start_parse;
    wire parse_done;
    reg [21:0] write_addr;
    reg [15:0] byte_counter;
    a78_header_parser parser (
        .clk(clk),
        .reset_n(reset_n),
        .start_parse(start_parse),
        .header_byte(header_byte),
        .header_byte_valid(header_byte_valid),
        .parse_done(parse_done),
        .cart_name(game_name),
        .cart_size(game_size),
        .cart_type(cart_type),
        .cart_has_pokey(has_pokey),
        .pokey_addr(pokey_addr),
        .cart_has_ram(),           
        .controller_1(controller_1),
        .controller_2(controller_2),
        .tv_type(tv_type)
    );
    always @(posedge clk or negedge reset_n) begin
        if (!reset_n) begin
            state <= IDLE;
            load_complete <= 0;
            load_error <= 0;
            sd_read_req <= 0;
            psram_write_req <= 0;
            write_addr <= 0;
        end else begin
            sd_read_req <= 0;
            psram_write_req <= 0;
            header_byte_valid <= 0;
            start_parse <= 0;
            case (state)
                IDLE: begin
                    load_complete <= 0;
                    load_error <= 0;
                    if (load_game) begin
                        sd_block_addr <= 32'd1 + (game_select * 32'd100);  
                        byte_counter <= 0;
                        write_addr <= 0;
                        state <= READ_HEADER;
                    end
                end
                READ_HEADER: begin
                    if (!sd_busy) begin
                        sd_read_req <= 1;
                    end
                    if (sd_data_valid) begin
                        header_byte <= sd_data;
                        header_byte_valid <= 1;
                        byte_counter <= byte_counter + 1;
                        if (byte_counter == 127) begin
                            start_parse <= 1;
                            state <= PARSE_HEADER;
                        end
                    end
                end
                PARSE_HEADER: begin
                    if (parse_done) begin
                        byte_counter <= 0;
                        write_addr <= 22'h004000;   
                        state <= LOAD_ROM;
                    end
                end
          LOAD_ROM: begin
                    if (!sd_busy && !psram_busy) begin
                        sd_read_req <= 1;
                    end
                    if (sd_data_valid && !psram_busy) begin
                        psram_addr <= write_addr;
                        psram_data <= sd_data;
                        psram_write_req <= 1;
                        write_addr <= write_addr + 1;
                        byte_counter <= byte_counter + 1;
                        if (byte_counter >= game_size[15:0]) begin
                            state <= DONE;
                        end
                    end
                end
                DONE: begin
                    load_complete <= 1;
                    state <= IDLE;
                end
                ERROR: begin
                    load_error <= 1;
                    state <= IDLE;
                end
                default: state <= IDLE;
            endcase
        end
    end
endmodule
### flow/run.sh
#!/bin/bash
# OpenROAD 26Q1-2900-gdf79404cd8, Yosys 0.63+post, stock flow scripts
make -C /OpenROAD-flow-scripts/flow DESIGN_CONFIG=/design/flow/config.mk WORK_HOME=/design/flow/orfs finish
==> metrics.cfg <==
[synth]
ys_cells=1594
ys_seq_share_pct=75.9
yosysWarnings=3
yosysUniqueCellTypes=59
ys.flops=754
netlist_instances=1594
synth-edff-count=386
ys_chip_area_um2=27400
async_reset_ff_share_pct=48.8
synth_area_um2=27400
syn_area_per_cell_um2=17.2
ff_type=edfxtp_1

[cts]
cts_setup_buffers=0
cts_root_buffer=clkbuf_16
path_clk_slew_ns=0.06
cts_max_level=3
cts_max_path_buffers=3
cts_buffers=76
cts_tree=done
cts.sinks=754
ctsHoldBuffers=0
clock_latency_ns=0.60
cts-resized-gates=0

[routing]
wl_per_cell_um=22.8
via_count=14700
wl_um=63500
drc=0
drt_iter0_drc=739
firstDrtPassIters=4
diodes=0
antenna_left=0
via_per_inst=5.28

[die]
core_area_um2=54000
io_pins=422
die_width_um=236
die_y_um=236
dieArea_um2=55800
std_cell_rows=85
fp_util_pct=50.7

[cells_and_area]
fill_cells=3797
area_growth_pct=25.6
design_area_um2=34400
multiInputGateArea_um2=6060
utilization_pct=63.7
drive_gt1_share_pct=21.3
layout.cells.non_filler=2781
regArea_um2=20800

[place]
gp_congestion=0.859
dp_cells=2641
port_buffers=386
placedInstanceArea_um2=32000
hpwlAfterDp_um=40200

[pwr]
p_leak_nw=14.0
p_comb_share_pct=1.3
p_seq_share_pct=53.2
power.net_switching_mw=0.668
p_sw_share_pct=19.4
intPower_mw=2.78
peakVddDrop_uv=65.6
total_power_mw=3.45
clock_power_share_pct=45.4
power_per_cell_area_nw_per_um2=100

[sta]
hold_violations=0
slew_violations=0
fin_worst_skew_ns=0.0151
max_freq_ghz=0.189
fin_crit_sh_pct=29.8
rsz0062_at_grt=no
tightest_slew_ns=0.871
period_needed_ns=5.30
finalSetupViolations=0
finalSetupTns_ns=0
relSlewSlack_pct=41.9

[grt]
first_global_vias=15100
grt_pass1_wl_um=94700
grt_max_degree=115
grt.total_usage_pct=25.2
antenna_found_initial=0
grt-ovfl-total=0

[critical_path]
endpoint_kind=flip-flop
cp_data_required_time_ns=18.02
critical_path.max_fanout=37
worstSetupStartpointType=input port
cp.arrival_ns=5.52
r2r_setup_slack_ns=14.88
critical_path_class=in2reg

[run]
warning_count=33
cap_violations=0

[min_path]
hp-class=reg2reg

[outcome]
status=finished, final reports clean

-- cells in the final DEF, fill, tap and decap left out, types with 3 or more instances in the layout --
| master | count |
|---|---|
| nor2b_1 | 5 |
| nand2_1 | 67 |
| nand3_1 | 22 |
| nor3b_1 | 4 |
| nor2_1 | 73 |
| dfrtp_1 | 365 |
| clkbuf_1 | 31 |
| xor2_1 | 10 |
| nand4_1 | 7 |
| clkbuf_16 | 81 |
| edfxtp_1 | 386 |
| clkbuf_8 | 10 |
| nand2b_1 | 7 |
| clkinv_2 | 4 |
| and4_1 | 6 |
| o211ai_1 | 5 |
| o31ai_1 | 3 |
| ha_1 | 31 |
| or3_1 | 8 |
| nor4_1 | 5 |
| and3_1 | 14 |
| and2_1 | 10 |
| a21oi_1 | 12 |
| conb_1 | 35 |
| a31oi_1 | 4 |
| mux2_2 | 305 |
| bufinv_16 | 4 |
| xnor2_1 | 10 |
| mux2i_1 | 6 |
| o21ai_0 | 46 |
| a22o_1 | 3 |
| inv_1 | 40 |
| nor3_1 | 9 |
| a21o_1 | 3 |
| clkdlybuf4s50_1 | 385 |
| buf_4 | 21 |
| clkinv_1 | 7 |
-- flip-flops by register name, summed over array words and instances (netlist names), 9 cells and up --
register / cells
parser.header_buffer: 321
byte_counter: 16
parser.cart_type: 15
sd_block_addr: 9
parser.cart_name: 256
write_addr: 22
parser.cart_size: 32
psram_addr: 22
-- worst paths after layout --
kind	from	endpoint	depth (start not counted)
setup / recovery	reset_n	parser.header_buffer[34][7]	4
hold / removal	parser.state[3]	parser.parse_done	1
setup reg to reg	parser.state[1]	parser.cart_name[27]	3
hold reg to reg	parser.state[3]	parser.parse_done	1
max in group asynchronous	reset_n	parser.controller_1[0]	4
min in group asynchronous	reset_n	parser.cart_name[10]	1
-- worst max-delay path: stages --
cell and delay, ns:
buf_8 0.24, and3_1 0.33, or3b_2 0.72, nor2_1 0.62
-- synth_stat cells, types with 3 or more instances --
cell,n,area share [%]
inv_1,40,0.55
buf_2,25,0.46
o31ai_1,3,0.082
nand3_1,22,0.40
and4_1,6,0.19
and3_1,14,0.32
buf_1,9,0.12
ha_1,31,1.4
nor3_1,9,0.16
xor2_1,10,0.32
buf_4,37,1.0
a21o_1,3,0.082
nor2_1,73,1.0
nand4_1,7,0.16
nor3b_1,4,0.11
mux2i_1,6,0.22
and2_1,10,0.23
a21oi_1,12,0.22
dfrtp_1,366,33
or3_1,8,0.18
nand2_1,67,0.92
nor2b_1,5,0.11
xnor2_1,10,0.32
edfxtp_1,386,42
o21ai_0,46,0.84
mux2_2,305,13
a31oi_1,4,0.091
a22o_1,3,0.096
nor4_1,5,0.11
clkbuf_1,19,0.26
o211ai_1,5,0.14
nand2b_1,7,0.16
-- final cells by class --
class	count	area share [%]
sequential	754	60.4
multi-input combinational	742	17.6
timing repair buffer	409	11.8
clock buffer	122	6.63
tap	696	2.53
clock inverter	18	0.553
inverter	40	0.436
-- cell families (layout without fill, tap and decap cells) --
logic type	after synthesis	in the layout	share of synthesized area (%)
other cells	2	35	0.0274
flops	754	754	75.9
fa+ha+maj	32	32	1.49
compound gates	94	94	2.17
buf+inv	131	589	2.44
simple gates	250	250	4.57
xor+xnor	20	20	0.639
mux	311	311	12.8
-- power groups by stage --
stage / clock network [mW] / logic [mW] / registers (mW)
4_1_cts: 1.60 / 0.0483 / 1.83
5_1_grt: 1.67 / 0.0522 / 1.83
6_report: 1.57 / 0.0454 / 1.83
-- layer usage --
| layer | global-route usage [%] | part of all wire (%) | vias up |
|---|---|---|---|
| met4 | 4.73 | 2.2 | 0 |
| met2 | 35.4 | 47 | 639 |
| met3 | 13.3 | 12 | 88 |
| met1 | 39.1 | 39 | 7329 |
| met5 | 0 | 0 | - |
| li1 | - | - | 6628 |
-- per-stage QoR --
stage / setup WS [ns] / hold slack [ns]
3_5_place_dp: 11.89 / 0.441
3_3_place_gp: 11.95 / 0.435
2_1_floorplan: 12.54 / 0.349
6_report: 12.50 / 0.458
4_1_cts: 12.52 / 0.459
5_1_grt: 12.31 / 0.483
Power and IR drop assume default switching activity.
