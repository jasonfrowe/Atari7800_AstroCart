===== flow/config.mk =====
export PLATFORM = sky130hd
export DESIGN_NAME = diag_rom
export DESIGN_NICKNAME = diag_rom
export VERILOG_FILES = /design/flow/design.v
export SDC_FILE = /design/flow/constraint.sdc
export NUM_CORES = 4
export LEC_CHECK = 1
export CORE_UTILIZATION = 40

===== flow/constraint.sdc =====
current_design diag_rom

set clk_period 9.1
set clk_io_pct 0.2

create_clock -name clk0 -period $clk_period

set non_clock_inputs [all_inputs -no_clocks]
set_input_delay [expr $clk_period * $clk_io_pct] -clock clk0 $non_clock_inputs
set_output_delay [expr $clk_period * $clk_io_pct] -clock clk0 [all_outputs]

===== flow/run.sh =====
#!/bin/bash
# OpenROAD 26Q1-2900-gdf79404cd8, Yosys 0.63+post, stock flow scripts
make -C /OpenROAD-flow-scripts/flow DESIGN_CONFIG=/design/flow/config.mk WORK_HOME=/design/flow/orfs finish

===== flow/design.v =====
module diag_rom (
    input [15:0] a_stable,
    input [3:0] sd_state,
    input [9:0] byte_index,
    input [6:0] current_sector,
    input [7:0] last_byte_captured,
    input [31:0] checksum,
    input [31:0] psram_checksum,
    input [31:0] latch_p2,
    input [31:0] latch_p3,
    input [7:0]  latch_p4,
    input [7:0]  latch_p5,
    input [7:0]  latch_p6,
    input [31:0] latch_p7,
    input [7:0] fb0, input [7:0] fb1, input [7:0] fb2, input [7:0] fb3,
    output reg [7:0] data_out
);
    function [7:0] to_hex_ascii (input [3:0] nibble);
        to_hex_ascii = (nibble < 10) ? (8'h30 + nibble) : (8'h37 + nibble);
    endfunction
    always @* begin
        case (a_stable[7:4])
            4'h0: begin  
                case (a_stable[3:0])
                    4'h0: data_out = 8'h53;  
                    4'h1: data_out = 8'h44;  
                    4'h2: data_out = 8'h3A;  
                    4'h3: data_out = to_hex_ascii(fb0[7:4]);
                    4'h4: data_out = to_hex_ascii(fb0[3:0]);
                    4'h5: data_out = 8'h20;
                    4'h6: data_out = to_hex_ascii(fb1[7:4]);
                    4'h7: data_out = to_hex_ascii(fb1[3:0]);
                    4'h8: data_out = 8'h20;
                    4'h9: data_out = to_hex_ascii(fb2[7:4]);
                    4'hA: data_out = to_hex_ascii(fb2[3:0]);
                    4'hB: data_out = 8'h20;
                    4'hC: data_out = to_hex_ascii(fb3[7:4]);
                    4'hD: data_out = to_hex_ascii(fb3[3:0]);
                    default: data_out = 8'h20;
                endcase
            end
            4'h1: begin  
                case (a_stable[3:0])
                    4'h0: data_out = 8'h53;  
                    4'h1: data_out = 8'h54;  
                    4'h2: data_out = 8'h3A;  
                    4'h3: data_out = to_hex_ascii(sd_state);
                    4'h4: data_out = 8'h20; 
                    4'h5: data_out = 8'h42;  
                    4'h6: data_out = 8'h43;  
                    4'h7: data_out = 8'h3A;
                    4'h8: data_out = to_hex_ascii({2'b0, byte_index[9:8]});
                    4'h9: data_out = to_hex_ascii(byte_index[7:4]);
                    4'hA: data_out = to_hex_ascii(byte_index[3:0]);
                    default: data_out = 8'h20;
                endcase
            end
            4'h2: begin  
                case (a_stable[3:0])
                    4'h0: data_out = 8'h53;  
                    4'h1: data_out = 8'h43;  
                    4'h2: data_out = 8'h3A;  
                    4'h3: data_out = to_hex_ascii({1'b0, current_sector[6:4]});
                    4'h4: data_out = to_hex_ascii(current_sector[3:0]);
                    4'h5: data_out = 8'h20;
                    4'h6: data_out = 8'h4C;  
                    4'h7: data_out = 8'h3A;
                    4'h8: data_out = to_hex_ascii(last_byte_captured[7:4]);
                    4'h9: data_out = to_hex_ascii(last_byte_captured[3:0]);
                    default: data_out = 8'h20;
                endcase
            end
            4'h3: begin  
                case (a_stable[3:0])
                    4'h0: data_out = 8'h48;  
                    4'h1: data_out = 8'h3A;  
                    4'h2: data_out = to_hex_ascii(fb0[7:4]);
                    4'h3: data_out = to_hex_ascii(fb0[3:0]);
                    4'h4: data_out = 8'h20;
                    4'h5: data_out = to_hex_ascii(fb1[7:4]);
                    4'h6: data_out = to_hex_ascii(fb1[3:0]);
                    4'h7: data_out = 8'h20;
                    4'h8: data_out = to_hex_ascii(fb2[7:4]);
                    4'h9: data_out = to_hex_ascii(fb2[3:0]);
                    4'hA: data_out = 8'h20;
                    4'hB: data_out = to_hex_ascii(fb3[7:4]);
                    4'hC: data_out = to_hex_ascii(fb3[3:0]);
                    default: data_out = 8'h20;
                endcase
            end
            4'h4: begin  
                case (a_stable[3:0])
                    4'h0: data_out = 8'h43;  
                    4'h1: data_out = 8'h3A;  
                    4'h2: data_out = to_hex_ascii(checksum[31:28]);
                    4'h3: data_out = to_hex_ascii(checksum[27:24]);
                    4'h4: data_out = to_hex_ascii(checksum[23:20]);
                    4'h5: data_out = to_hex_ascii(checksum[19:16]); 
                    4'h6: data_out = to_hex_ascii(checksum[15:12]);
                    4'h7: data_out = to_hex_ascii(checksum[11:8]);
                    4'h8: data_out = to_hex_ascii(checksum[7:4]);
                    4'h9: data_out = to_hex_ascii(checksum[3:0]);
                    default: data_out = 8'h20;
                endcase
            end
            4'h5: begin  
                case (a_stable[3:0])
                    4'h0: data_out = 8'h50;  
                    4'h1: data_out = 8'h30;  
                    4'h2: data_out = 8'h3A;  
                    4'h3: data_out = to_hex_ascii(psram_checksum[31:28]);
                    4'h4: data_out = to_hex_ascii(psram_checksum[27:24]);
                    4'h5: data_out = to_hex_ascii(psram_checksum[23:20]);
                    4'h6: data_out = to_hex_ascii(psram_checksum[19:16]);
                    4'h7: data_out = to_hex_ascii(psram_checksum[15:12]);
                    4'h8: data_out = to_hex_ascii(psram_checksum[11:8]);
                    4'h9: data_out = to_hex_ascii(psram_checksum[7:4]);
                    4'hA: data_out = to_hex_ascii(psram_checksum[3:0]);
                    default: data_out = 8'h20;
                endcase
            end
            4'h6: begin  
                case (a_stable[3:0])
                    4'h0: data_out = 8'h50;  
                    4'h1: data_out = 8'h32;  
                    4'h2: data_out = 8'h3A;  
                    4'h3: data_out = to_hex_ascii(latch_p2[31:28]);
                    4'h4: data_out = to_hex_ascii(latch_p2[27:24]);
                    4'h5: data_out = to_hex_ascii(latch_p2[23:20]);
                    4'h6: data_out = to_hex_ascii(latch_p2[19:16]);
                    4'h7: data_out = to_hex_ascii(latch_p2[15:12]);
                    4'h8: data_out = to_hex_ascii(latch_p2[11:8]);
                    4'h9: data_out = to_hex_ascii(latch_p2[7:4]);
                    4'hA: data_out = to_hex_ascii(latch_p2[3:0]);
                    default: data_out = 8'h20;
                endcase
            end
            4'h7: begin  
                case (a_stable[3:0])
                    4'h0: data_out = 8'h50;  
                    4'h1: data_out = 8'h33;  
                    4'h2: data_out = 8'h3A;  
                    4'h3: data_out = to_hex_ascii(latch_p3[31:28]);
                    4'h4: data_out = to_hex_ascii(latch_p3[27:24]);
                    4'h5: data_out = to_hex_ascii(latch_p3[23:20]);
                    4'h6: data_out = to_hex_ascii(latch_p3[19:16]);
                    4'h7: data_out = to_hex_ascii(latch_p3[15:12]);
                    4'h8: data_out = to_hex_ascii(latch_p3[11:8]);
                    4'h9: data_out = to_hex_ascii(latch_p3[7:4]);
                    4'hA: data_out = to_hex_ascii(latch_p3[3:0]);
                    default: data_out = 8'h20;
                endcase
            end
            4'h8: begin  
                case (a_stable[3:0])
                    4'h0: data_out = 8'h50;  
                    4'h1: data_out = 8'h34;  
                    4'h2: data_out = 8'h3A;  
                    4'h3: data_out = to_hex_ascii(latch_p4[7:4]);
                    4'h4: data_out = to_hex_ascii(latch_p4[3:0]);
                    4'h5: data_out = 8'h41;  
                    4'h6: data_out = 8'h32;  
                    default: data_out = 8'h20;
                endcase
            end
            4'h9: begin  
                case (a_stable[3:0])
                    4'h0: data_out = 8'h50;  
                    4'h1: data_out = 8'h35;  
                    4'h2: data_out = 8'h3A;  
                    4'h3: data_out = to_hex_ascii(latch_p5[7:4]);
                    4'h4: data_out = to_hex_ascii(latch_p5[3:0]);
                    4'h5: data_out = 8'h42;  
                    4'h6: data_out = 8'h30;  
                    default: data_out = 8'h20;
                endcase
            end
            4'hA: begin  
                case (a_stable[3:0])
                    4'h0: data_out = 8'h50;  
                    4'h1: data_out = 8'h36;  
                    4'h2: data_out = 8'h3A;  
                    4'h3: data_out = to_hex_ascii(latch_p6[7:4]);
                    4'h4: data_out = to_hex_ascii(latch_p6[3:0]);
                    4'h5: data_out = 8'h4C;  
                    4'h6: data_out = 8'h44;  
                    default: data_out = 8'h20;
                endcase
            end
            4'hB: begin  
                case (a_stable[3:0])
                    4'h0: data_out = 8'h50;  
                    4'h1: data_out = 8'h37;  
                    4'h2: data_out = 8'h3A;  
                    4'h3: data_out = to_hex_ascii(latch_p7[31:28]);
                    4'h4: data_out = to_hex_ascii(latch_p7[27:24]);
                    4'h5: data_out = to_hex_ascii(latch_p7[23:20]);
                    4'h6: data_out = to_hex_ascii(latch_p7[19:16]);
                    4'h7: data_out = to_hex_ascii(latch_p7[15:12]);
                    4'h8: data_out = to_hex_ascii(latch_p7[11:8]);
                    4'h9: data_out = to_hex_ascii(latch_p7[7:4]);
                    4'hA: data_out = to_hex_ascii(latch_p7[3:0]);
                    default: data_out = 8'h20;
                endcase
            end
            default: data_out = 8'h20;
        endcase
    end
endmodule

==> impl_metrics.csv <==
group,metric,value,unit
run_status,status,"finished clean",
place,gp_congestion,1.07,
cells_and_area,clkbuf_count,0,
place,pre_cts_slack,1600,ps
die,die_h,149,um
synth,syn_area,0.00864,sq mm
critical_path,crit_slowest_cell,"or4bb_1",
cells_and_area,syn_to_final_growth,32.6,%
die,io_pins,269,
synth,area_leaders,"a21oi_1 (9.1%), ha_1 (8.7%), o21ai_0 (8.2%)",
critical_path,crit_fanout,29,
timing,finalCritPeriodShare,0.846,
synth,syn_avg_cell_area,6.16,sq um
run,warnings,41,
critical_path,critPathArrivalTime,5880,ps
timing,final.setup.tns,0,ps
timing,setup-violations-final,0,
synth,yosysWarnings,1,
cells_and_area,flops,0,
pwr,power.leakage,4.39,nW
grt,grt_use_total,0.368,
critical_path,cp_cell_sequence,"buf_2, buf_4, or4bb_1, buf_4, o22ai_1, nor4_1, o22ai_1, a2111oi_0, nand3_1, clkdlybuf4s50_1",
synth,ys_types,74,
critical_path,crit_required,7280,ps
cells_and_area,lay_top_count,"clkdlybuf4s50_1",
route,drc,0,
place,dp_hpwl,32.2,mm
route,vias_per_cell,6.38,
route,drtAntennaViolNets,0,
synth,yosysTopAreaCell,"a21oi_1",
cells_and_area,drive_above_1_share,0.0278,
die,core-area,0.0211,sq mm
run,cap_violations,0,
timing,finalHoldViolations,0,
grt,grt_pass1_vias,11180,
die,dieArea,0.0222,sq mm
route,wirelength,41.0,mm
route,wl_per_cell,21.7,um
synth,yosysSeqAreaShare,0,
cts,holdBufCountCts,0,
critical_path,critPathKind,"in2out",
timing,fmax,130,MHz
grt,grt_max_degree,42,
critical_path,start_kind,"input pin",
timing,tightest_slew,998,ps
grt,grt_pass1_wl,62.7,mm
synth,ys_area,0.00864,sq mm
min_path,hp-class,"in2out",
die,initial_core_util,0.410,
synth,synthCells,1403,
place,io_buffers,260,
grt,grt_overflow,0,
route,drtPass1Iterations,5,
cts,cts.repair.resized,0,
critical_path,critPathMaxStageDelay,830,ps
pwr,power_density,43.6,mW/mm^2
critical_path,cp-end-kind,"output pin",
timing,slew_headroom,0.334,
timing,finalMaxSlewViolations,0,
grt,antenna_found_initial,1,
synth,top_area_frac,0.0910,
cells_and_area,layout_top_cells,"clkdlybuf4s50_1 (257), a21oi_1 (157), o21ai_0 (142)",
route,vias,12075,
synth,yosysCellCount,1403,
timing,min_period,7700,ps
route,drt_iter0_drc,952,
timing,rsz0062_at_grt,"false",
die,row_count,53,
pwr,vdd_ir_drop_max,0.0204,mV
die,die_w,149,um
cts,post_cts_buffers,0,
timing,setup_ws,1400,ps
cells_and_area,regArea,0,sq um
## layer usage
layer,vias up,GRT usage,part of all wire
met4,0,0.139,0.043
met2,712,0.573,0.44
met1,5436,0.509,0.42
li1,5803,-,-
met5,-,0,0
met3,124,0.0596,0.10
## final cells by class
cell class	instances	area, sq um
fill	2150	9630
timing repair buffer	284	2770
antenna	1	2.50
tap	275	344
inverter	134	503
multi-input combinational	1200	7840
## per-stage QoR
stage	cells	util	hold slack (ps)	instance area [sq um]	total power, mW
after floorplan	1403	-	3810	8640	0.245
after global placement	1893	0.543	4820	11500	0.485
after detailed placement	1893	0.543	4830	11500	0.487
after CTS	1893	0.543	4830	11500	0.490
after global routing	1893	0.543	4890	11500	0.543
final	1894	0.543	4840	11500	0.499
## worst paths after layout
path,startpoint,to,depth (start not counted),slack [ps]
worst max-delay path,a_stable[1],data_out[0],10,1400
worst min-delay path,a_stable[2],data_out[6],5,4840
## cells in the mapped netlist (12+ instances only)
cell type,n
nand4_1,16
nand3_1,21
buf_2,31
nor3_1,30
clkbuf_1,20
o211ai_1,12
nor2b_1,50
a31oi_1,25
a21oi_1,157
inv_1,134
o22ai_1,77
nor2_1,95
nor4_1,25
a221oi_1,20
a211oi_1,42
nand2_1,117
xnor2_1,62
a22oi_1,30
ha_1,60
and4b_1,46
nor4b_1,27
o21ai_0,142
## critical path, delay by kind of cell
family | cells | cell delay (ps)
compound gates | 3 | 700
buf+inv | 4 | 1660
simple gates | 3 | 1670
## power by group
part / internal (mW) / switching, mW
Clock: 0.0000000143 / 0
Combinational: 0.229 / 0.270
Sequential: 0 / 0
Total: 0.229 / 0.270
## kinds of logic after synthesis
| family | Yosys count | synth area share |
|---|---|---|
| xor gates and xnor gates | 62 | 0.0629 |
| other | 1 | 0.000434 |
| AOI/OAI and AO/OA | 599 | 0.433 |
| and+or+nand+nor | 475 | 0.312 |
| buffers and inverters | 203 | 0.101 |
| adders and majority gates | 60 | 0.0869 |
| muxes | 3 | 0.00362 |
Power and IR drop assume default switching activity.
